`flow/config.mk`:
```
export PLATFORM = sky130hd
export DESIGN_NAME = regs
export DESIGN_NICKNAME = regs
export VERILOG_FILES = /design/flow/design.v
export SDC_FILE = /design/flow/constraint.sdc
export NUM_CORES = 4
export LEC_CHECK = 1
export CORE_UTILIZATION = 40
```
`flow/constraint.sdc`:
```
current_design regs

set clk_period 15.8
set clk_io_pct 0.2

create_clock -name clk0 -period $clk_period [get_ports {clk}]

set non_clock_inputs [all_inputs -no_clocks]
set_input_delay [expr $clk_period * $clk_io_pct] -clock clk0 $non_clock_inputs
set_output_delay [expr $clk_period * $clk_io_pct] -clock clk0 [all_outputs]
```
`flow/design.v`:
```
`timescale 1ns / 1ps
module regs(
    input clk,              
    input reset,           
    input [4:0] rs1_reg,    
    input [4:0] rs2_reg,    
    input wb_enable,        
    input [4:0] wb_reg,     
    input [31:0] wb_data,   
    output [31:0] rs1_data, 
    output [31:0] rs2_data  
);
    logic [31:0] registers [31:0];
    always_ff @(posedge clk) begin
        if (reset) begin
            for (int i = 0; i < 32; i = i + 1) begin
                registers[i] <= 32'b0;
            end
        end
        else if (wb_enable && wb_reg != 5'b00000) begin
            registers[wb_reg] <= wb_data;   
        end
    end
    assign rs1_data = (rs1_reg == 5'b00000) ? 32'b0 : registers[rs1_reg];
    assign rs2_data = (rs2_reg == 5'b00000) ? 32'b0 : registers[rs2_reg];
endmodule
```
`flow/run.sh`:
```
#!/bin/bash
# OpenROAD 26Q1-2900-gdf79404cd8, Yosys 0.63+post, stock flow scripts
make -C /OpenROAD-flow-scripts/flow DESIGN_CONFIG=/design/flow/config.mk WORK_HOME=/design/flow/orfs finish
```
==> results_dict.tcl <==
# metrics dict for downstream scripts
set metrics [dict create \
    syn_area_per_cell_um2 15.5 \
    wl_per_cell_um 34.8 \
    top_regs "registers (1024)" \
    layout_setup_ws_ps 4980 \
    ys_warn_count 1 \
    std_cell_rows 134 \
    power_mw 6.54 \
    fin_worst_hold_slack_ps 3080 \
    clock_sinks 1024 \
    dr.pass1.iters 7 \
    numCtsBuffers 109 \
    ys_cells 3502 \
    tool_warnings 26 \
    worst-setup-path-type "primary input to output port" \
    core_area_um2 134000 \
    cts_max_level 3 \
    drt-initial-drc-count 2495 \
    synth-edff-count 1024 \
    ir_drop_mv 0.0899 \
    synth.top_cell.area_share_pct 56.7 \
    yosysTopAreaCell "edfxtp_1" \
    report.final.slew_viol_count 0 \
    crit_path_start_kind "primary input" \
    drive_gt1_share_pct 24.8 \
    fin_area_um2 60800 \
    grt_usage_pct 30.3 \
    holdPathStages 2 \
    tns_ps 0 \
    synthTopLogicFamily "multiplexers" \
    crit_arrival_ps 7660 \
    fp-utilization_pct 40.5 \
    die_area_um2 137000 \
    logic_area_um2 22000 \
    grt_overflow 0 \
    die_width_um 370 \
    crit_path_end_kind "output port" \
    place.gp.congestion 0.927 \
    ioPinCount 114 \
    placed_cell_area_um2 57400 \
    synthDistinctLibCells 42 \
    vias_per_cell 6.09 \
    worst_pin_slew_ps 1080 \
    netlist_area_um2 54200 \
    die_y_um 370 \
    finalSetupViolCount 0 \
    muxShareOfSynthArea_pct 23.0 \
    ys_sh_xor_pct 0 \
    synth_adder_area_share_pct 0 \
    cts_resized 0 \
    simple_gate_share_pct 13.3 \
    grt_pass1_wl_um 264000 \
    maxSlewHeadroom_pct 27.6 \
    run_status "finished clean" \
    cts_max_path_buffers 3 \
    syn_to_final_growth_pct 12.2 \
    drt_wl_total_um 188000 \
    yosys-stat-area_um2 54200 \
    async_reset_ff_share_pct 0 \
    rsz0062_at_grt "false" \
    antenna_found_initial 13 \
    top_register "registers" \
    regArea_um2 30700 \
    hp-class "primary input to register" \
    aoi_share_pct 3.65 \
    post-cts-setup-buffer-count 0 \
    portBuffers 113 \
    min_period_ps 10820 \
    fmax_mhz 92.4 \
    drv_cap 0 \
    critPathRequiredTime_ps 12640 \
    fin_crit_sh_pct 68.5 \
    drcViolationCount 0 \
    antenna_left 0 \
    root_buffer "clkbuf_16" \
    grt_pass1_vias 35598 \
    synth_flops 1024 \
    largest_register_ffs 1024 \
    ys_seq_share_pct 56.7 \
    hpwl_um 112000 \
    vias 32884 \
    cts_hold_buffers 0 \
    place_ws_ps 5010 \
    n_fill_cell 11360 \
    p_per_area_nw_per_um2 108 \
    grt_start_max_net_pins 80 \
    synthTopCellsByArea "edfxtp_1 (57%), mux4_2 (20%), and2_1 (11%), mux2i_1 (2.8%), clkbuf_1 (1.9%)" \
    cellLeakagePower_nw 20.7 \
    ys.flop_type "edfxtp_1" \
    syn-instance-count 3502 \
    clk_pin_slew_ps 60 \
    crit_fanout 79 \
    cts_tree "yes" \
    hold_viol_final 0 \
]
-- final timing paths --
| path | startpoint | endpoint | slack, ps |
|---|---|---|---|
| hold / removal | reset | registers[0][25] | 3080 |
| setup / recovery | rs2_reg[2] | rs2_data[3] | 4980 |
-- synthesized netlist by cell type, types with 2 or more instances --
| master | count |
|---|---|
| a2111oi_0 | 14 |
| a2111oi_1 | 41 |
| a211oi_1 | 7 |
| a21oi_1 | 12 |
| a221o_1 | 2 |
| a221oi_1 | 4 |
| a22o_1 | 51 |
| a22oi_1 | 16 |
| a32o_1 | 4 |
| and2_1 | 995 |
| and3_1 | 3 |
| buf_1 | 18 |
| buf_2 | 44 |
| buf_4 | 31 |
| buf_6 | 22 |
| clkbuf_1 | 272 |
| edfxtp_1 | 1024 |
| inv_1 | 2 |
| mux2_2 | 30 |
| mux2i_1 | 150 |
| mux4_2 | 472 |
| nand2_1 | 7 |
| nand2b_1 | 5 |
| nand3_1 | 5 |
| nand3b_1 | 5 |
| nand4bb_1 | 2 |
| nor2_1 | 36 |
| nor2b_1 | 14 |
| nor3_1 | 54 |
| nor4_1 | 6 |
| nor4b_1 | 2 |
| o21ai_0 | 4 |
| o22ai_1 | 103 |
| or2_2 | 33 |
| or3_1 | 2 |
| or3b_2 | 4 |
-- layout make-up --
type	count	share of cell area (%)
clock buffers	136	4.79
multi-input cells	2120	36.2
inverters	2	0.0123
repair buffers	283	4.00
clock inverters	57	0.804
flip-flops and latches	1024	50.5
well taps	1768	3.64
diodes	9	0.0370
-- power by group --
group	switching (mW)	total (mW)	internal, mW
registers	0.0739	3.21	3.14
logic	0.462	0.817	0.356
clock network	1.07	2.51	1.44
-- logic make-up after synthesis --
family | Yosys count
DFF | 1024
muxes | 652
and+or+nand+nor | 1177
other | 1
AOI/OAI and AO/OA | 259
buffers and inverters | 389
-- layout by cell type (no fill, tap or decap), types with 4 or more instances in the layout --
master / netlist / layout
a2111oi_0: 14 / 14
a2111oi_1: 41 / 41
a211oi_1: 7 / 7
a21oi_1: 12 / 12
a221oi_1: 4 / 4
a22o_1: 51 / 51
a22oi_1: 16 / 16
a32o_1: 4 / 4
and2_1: 995 / 994
buf_4: 31 / 169
bufinv_16: 0 / 9
clkbuf_1: 272 / 23
clkbuf_16: 0 / 113
clkdlybuf4s50_1: 0 / 104
clkinv_1: 0 / 28
clkinv_2: 0 / 16
conb_1: 1 / 32
diode_2: 0 / 9
edfxtp_1: 1024 / 1024
mux2_2: 30 / 30
mux2i_1: 150 / 150
mux4_2: 472 / 472
nand2_1: 7 / 7
nand2b_1: 5 / 5
nand3_1: 5 / 5
nand3b_1: 5 / 5
nor2_1: 36 / 4
nor2_2: 0 / 15
nor2_4: 0 / 17
nor2b_1: 14 / 12
nor3_1: 54 / 54
nor4_1: 6 / 5
o21ai_0: 4 / 4
o22ai_1: 103 / 103
or2_2: 33 / 33
or3b_2: 4 / 4
-- worst max-delay path, stage by stage --
cell             delay (ps)
buf_6                   330
buf_4                   590
buf_12                  450
or3b_2                  810
buf_4                   370
o22ai_1                 190
a2111oi_0               120
buf_4                   180
nor3_1                  710
clkdlybuf4s50_1         620
-- metal layers --
metal  vias up  share of wire (%)  wire [µm]  GRT usage [%]
li1      13645                  -          -              -
met1     16199                 32      59500           35.7
met2      2561                 45      84300           42.2
met3       455                 18      33900           23.4
met4        24                5.1       9570           11.8
met5         -               0.37        704           3.29
-- stage by stage --
step	util (%)	std cells
6_report	45.4	5399
5_1_grt	45.4	5393
4_1_cts	45.4	5390
3_5_place_dp	42.9	5197
3_3_place_gp	42.9	5197
2_1_floorplan	-	3533
Power figures rest on the tool's default switching activity, not on a simulated workload.
