## /design/flow/design.v

```verilog
`timescale 1ns / 1ps
module RV32_ID_top(
    input clk,
    input reset,
    input [31:0] pc_in,
    input [31:0] iw_in,
    output [4:0] regif_rs1_reg,
    output [4:0] regif_rs2_reg,
    input [31:0] regif_rs1_data,
    input [31:0] regif_rs2_data,
    input        df_ex_enable,
    input [4:0]  df_ex_reg,
    input [31:0] df_ex_data,
    input        df_mem_enable,
    input [4:0]  df_mem_reg,
    input [31:0] df_mem_data,
    input        df_wb_enable,
    input [4:0]  df_wb_reg,
    input [31:0] df_wb_data,
    input        df_wb_from_mem_ex,
    input        df_wb_from_mem_mem,
    output logic jump_enable_out,
    output logic [31:0] jump_addr_out,
    output reg [31:0] pc_out,
    output reg [31:0] iw_out,
    output reg [31:0] reg_rs1_data_out,
    output reg [31:0] reg_rs2_data_out,
    output reg [4:0] wb_reg_out,
    output reg [1:0] wb_src_out,
    output reg we_out,
    output reg wb_enable_out,
    output reg halt_pipeline,
    output logic wb_from_mem_out
);
    logic save_valid;
    logic [31:0] saved_pc, saved_iw;
    assign regif_rs1_reg = (save_valid) ? saved_iw[19:15] : iw_in[19:15];
    assign regif_rs2_reg = (save_valid) ? saved_iw[24:20] : iw_in[24:20];
    wire [6:0] opcode = (save_valid) ? saved_iw[6:0] : iw_in[6:0];
    wire [2:0] funct3 = (save_valid) ? saved_iw[14:12] : iw_in[14:12];
    logic [31:0] imm_jal = (save_valid) ? {{12{saved_iw[31]}}, saved_iw[19:12], saved_iw[20], saved_iw[30:21], 1'b0}
                                        :{{12{iw_in[31]}}, iw_in[19:12], iw_in[20], iw_in[30:21], 1'b0};
    logic [31:0] imm_branch = (save_valid) ? {{20{saved_iw[31]}}, saved_iw[7], saved_iw[30:25], saved_iw[11:8], 1'b0}
                                           : {{20{iw_in[31]}}, iw_in[7], iw_in[30:25], iw_in[11:8], 1'b0};
    logic [31:0] imm_jalr = (save_valid) ? {{20{saved_iw[31]}}, saved_iw[31:20]}
                                         : {{20{iw_in[31]}}, iw_in[31:20]};
    logic flush_next;
    logic [31:0] rs1_val, rs2_val;
    logic [1:0] wb_src_next;
    assign wb_from_mem_out = (opcode == 7'b0000011);  
    wire stall_ex = df_wb_from_mem_ex &&
        ((df_ex_reg == regif_rs1_reg && regif_rs1_reg != 0) ||
         (df_ex_reg == regif_rs2_reg && regif_rs2_reg != 0));
    wire stall_mem = df_wb_from_mem_mem && (opcode == 7'b1100011) &&
        ((df_mem_reg == regif_rs1_reg && regif_rs1_reg != 0) ||
         (df_mem_reg == regif_rs2_reg && regif_rs2_reg != 0));
    assign halt_pipeline = stall_ex || stall_mem;
    always_ff @(posedge clk or posedge reset) begin
        if (reset)
            flush_next <= 0;
        else
            flush_next <= jump_enable_out;
    end
    always_ff @(posedge clk or posedge reset) begin
        if (reset) begin
            save_valid <= 0;
            saved_pc <= 0;
            saved_iw <= 0;
        end else if (stall_ex && !save_valid) begin
            saved_pc <= pc_in;
            saved_iw <= iw_in;
            save_valid <= 1;
        end else if (!stall_ex && !stall_mem && save_valid) begin
            save_valid <= 0;
        end
    end
    always_comb begin
        if (regif_rs1_reg != 0) begin
            if (df_ex_enable && df_ex_reg == regif_rs1_reg)
                rs1_val = df_ex_data;
            else if (df_mem_enable && df_mem_reg == regif_rs1_reg &&
                     !(df_ex_enable && df_ex_reg == regif_rs1_reg))
                rs1_val = df_mem_data;
            else if (df_wb_enable && df_wb_reg == regif_rs1_reg &&
                     !(df_ex_enable && df_ex_reg == regif_rs1_reg) &&
                     !(df_mem_enable && df_mem_reg == regif_rs1_reg))
                rs1_val = df_wb_data;
            else
                rs1_val = regif_rs1_data;
        end else rs1_val = 0;
        if (regif_rs2_reg != 0) begin
            if (df_ex_enable && df_ex_reg == regif_rs2_reg)
                rs2_val = df_ex_data;
            else if (df_mem_enable && df_mem_reg == regif_rs2_reg &&
                     !(df_ex_enable && df_ex_reg == regif_rs2_reg))
                rs2_val = df_mem_data;
            else if (df_wb_enable && df_wb_reg == regif_rs2_reg &&
                     !(df_ex_enable && df_ex_reg == regif_rs2_reg) &&
                     !(df_mem_enable && df_mem_reg == regif_rs2_reg))
                rs2_val = df_wb_data;
            else
                rs2_val = regif_rs2_data;
        end else rs2_val = 0;
        jump_enable_out = 0;
        jump_addr_out = 0;
        if (!flush_next) begin
            case (opcode)
                7'b1101111: begin
                    jump_enable_out = 1;
                    jump_addr_out = pc_in + imm_jal;
                end
                7'b1100111: begin
                    jump_enable_out = 1;
                    jump_addr_out = (rs1_val + imm_jalr) & ~32'b1;
                end
                7'b1100011: begin
                    case (funct3)
                        3'b000: if (rs1_val == rs2_val) jump_enable_out = 1;
                        3'b001: if (rs1_val != rs2_val) jump_enable_out = 1;
                        3'b100: if ($signed(rs1_val) < $signed(rs2_val)) jump_enable_out = 1;
                        3'b101: if ($signed(rs1_val) >= $signed(rs2_val)) jump_enable_out = 1;
                        3'b110: if (rs1_val < rs2_val) jump_enable_out = 1;
                        3'b111: if (rs1_val >= rs2_val) jump_enable_out = 1;
                    endcase
                    if (jump_enable_out)
                        jump_addr_out = pc_in + imm_branch;
                end
            endcase
        end
        wb_src_next = 2'b00;
        if (opcode == 7'b0000011)
            wb_src_next = (iw_in[31]) ? 2'b10 : 2'b01;
    end
    always_ff @(posedge clk) begin
        if (reset) begin
            pc_out <= 0;
            iw_out <= 0;
            reg_rs1_data_out <= 0;
            reg_rs2_data_out <= 0;
            wb_reg_out <= 0;
            we_out <= 0;
            wb_src_out <= 0;
            wb_enable_out <= 0;
        end else if (stall_ex) begin
            iw_out <= 32'h00000013;
            pc_out <= 0;
            reg_rs1_data_out <= 0;
            reg_rs2_data_out <= 0;
            wb_reg_out <= 0;
            we_out <= 0;
            wb_enable_out <= 0;
            wb_src_out <= 2'b00;
        end else if (stall_mem) begin
            iw_out <= iw_out;
            pc_out <= pc_out;
            reg_rs1_data_out <= reg_rs1_data_out;
            reg_rs2_data_out <= reg_rs2_data_out;
            wb_reg_out <= wb_reg_out;
            we_out <= we_out;
            wb_enable_out <= wb_enable_out;
            wb_src_out <= wb_src_out;
        end else if (save_valid && !stall_ex && !stall_mem) begin
            iw_out <= saved_iw;
            pc_out <= saved_pc;
            reg_rs1_data_out <= rs1_val;
            reg_rs2_data_out <= rs2_val;
            wb_reg_out <= saved_iw[11:7];
            we_out <= (saved_iw[6:0] == 7'b0100011);
            wb_src_out <= wb_src_next;
            wb_enable_out <= (saved_iw[6:0] == 7'b0000011 ||
                              saved_iw[6:0] == 7'b0010011 ||
                              saved_iw[6:0] == 7'b0110011 ||
                              saved_iw[6:0] == 7'b0110111 ||
                              saved_iw[6:0] == 7'b1100111 ||
                              saved_iw[6:0] == 7'b1101111);
        end else if (flush_next) begin
            iw_out <= 32'h00000013;
            reg_rs1_data_out <= 0;
            reg_rs2_data_out <= 0;
            wb_reg_out <= 0;
            wb_enable_out <= 0;
            wb_src_out <= 2'b00;
            we_out <= 0;
        end else begin
            iw_out <= iw_in;
            pc_out <= pc_in;
            reg_rs1_data_out <= rs1_val;
            reg_rs2_data_out <= rs2_val;
            wb_reg_out <= iw_in[11:7];
            we_out <= (opcode == 7'b0100011);
            wb_src_out <= wb_src_next;
            wb_enable_out <= (opcode == 7'b0000011 ||
                              opcode == 7'b0010011 ||
                              opcode == 7'b0110011 ||
                              opcode == 7'b0110111 ||
                              opcode == 7'b1100111 ||
                              opcode == 7'b1101111);
        end
    end
endmodule
```

## /design/flow/run.sh

```bash
#!/bin/bash
# OpenROAD 26Q1-2900-gdf79404cd8, Yosys 0.63+post, stock flow scripts
make -C /OpenROAD-flow-scripts/flow DESIGN_CONFIG=/design/flow/config.mk WORK_HOME=/design/flow/orfs finish
```

## /design/flow/config.mk

```make
export PLATFORM = sky130hd
export DESIGN_NAME = RV32_ID_top
export DESIGN_NICKNAME = RV32_ID_top
export VERILOG_FILES = /design/flow/design.v
export SDC_FILE = /design/flow/constraint.sdc
export NUM_CORES = 4
export LEC_CHECK = 1
export CORE_UTILIZATION = 30
```

## /design/flow/constraint.sdc

```tcl
current_design RV32_ID_top

set clk_period 30.7
set clk_io_pct 0.2

create_clock -name clk0 -period $clk_period [get_ports {clk}]

set non_clock_inputs [all_inputs -no_clocks]
set_input_delay [expr $clk_period * $clk_io_pct] -clock clk0 $non_clock_inputs
set_output_delay [expr $clk_period * $clk_io_pct] -clock clk0 [all_outputs]
```

==> run notes <==
The synthesis and PnR run went through. The run finished with clean final reports. Post-route non-filler standard cell count landed at between 3000 and 4000. Horizontal die size landed at 233 microns. Post-CTS repair ended up resizing 0 cells.

The power report attributes to the clock group a share of 0.241. Post-synthesis instance area landed at 0.0160 sq mm. According to the floorplan report, the placeable core area is 0.0526 sq mm. Number of buffer and inverter stages on the critical path landed at 6. Per the post-CTS timing run, clock transition at the registers of the reported paths is 0.07 ns.

Actual slew at the worst max-slew pin landed at between 0.8 and 0.9 ns. Number of standard cells reported by yosys landed at 2002. Looking at the critical path, the highest net fanout was 65.

Proportion of synthesized flip-flops having asynchronous set or reset landed at 0.333. Per the detail_route report, routed wire per instance is around 23 microns. Clock insertion delay at the later pin of the skew report landed at 0.50 ns. Height of the die landed at 233 microns. Areal power density over the cells landed at 45.0 mW/mm^2. After the first detailed-routing iteration, the DRC count stood at between 1000 and 1500. The flow reports an fmax of 50.9 MHz.

Routing resource usage on met2 recorded by global route was 0.410. Per-cell via count in the routed design landed at 5.46. Number of detailed-route iterations in the first pass landed at 6. Detailed placement ended at an HPWL of between 50 and 60 mm. Signed area change from the synthesized netlist to the final layout landed at 34.0%. The initial antenna violation count came to 2. The placement report lists the number of port buffers as 427.

TritonCTS built the clock tree. For this run, the number of Yosys warnings is 2. Per Yosys stat, the portion of area used by sequential elements is 0.269.

The synthesis stat section lists a flop and latch total of 198. In the final report, the number of endpoints failing setup comes to 0. Global routing met1 resource utilization landed at 0.365. For the final routed database, the setup TNS stands at 0 ns. Total wire length landed at 68.7 mm. Aggregate global-route resource usage landed at 0.258. Among all stages on the critical path, the maximum delay recorded is 0.54 ns. Total die area landed at 0.0541 sq mm. The post-synth count of flops with an enable pin is 0.

Net load switching power landed at 0.000348 W. OpenSTA, run right after detailed placement, puts the worst setup slack at between 10 and 15 ns. Per the TritonCTS log, the buffer count is 17. OpenROAD emitted warnings numbering 25. Layout filler cell count landed at about 5200. Number of max-slew violations in the final report landed at 0. The worst setup path is captured at an output pin. Endpoints failing hold in the final report were tallied at 0.

Setup repair after global routing left no endpoint under its margin. Data on the critical path arrives at its endpoint at 13.49 ns. Across the run, the number of max-cap violations was 0. The floorplan step records an initial core utilization of 0.304. Time the final worst path needs with I/O delays and setup landed at 19.63 ns.

The kind of cell with the highest combined delay along the critical path is buffers and inverters. Yosys stat chip area landed at between 0.015 and 0.02 sq mm. On the critical path, the stage with the largest delay is an instance of sky130_fd_sc_hd__buf_4.

The longest clock path from root to sink contains 2 buffers. In the final layout, the share of cells above drive strength 1 is 0.0878. Global routing put the most usage on met2.

According to the floorplan log, the row count is 84. Summed over all cells, the static leakage comes to 8.98 nW. Setup skew after layout landed at ~0.019 ns. The synthesized instance count is 2002. The commonest register cell is sky130_fd_sc_hd__dfxtp_1.

Fraction of power spent switching nets landed at 0.362. Per the detail_route report, DRC violations left total 0. Entering global routing, the biggest net connects ~70 pins. Post-route fraction of the period consumed by the critical path landed at 0.639.

Per the post-route antenna check, the number of violating nets is 0. The worst setup path is launched from an input pin. The setup path with the least slack is of type in -> out. Synthesis instantiated 68 different standard cells from the library. Part of the total power dissipated in combinational logic landed at 0.391.

Area of the multi-input gates landed at about 0.011 sq mm. Internal power landed at slightly above 0.0006 W. Final estimated routing congestion in global placement landed at between 0.9 and 1. The final report gives the standard cell area, fillers excluded, as 0.0214 sq mm.

Setup slack of the worst register-to-register path landed at 23.70 ns. The first global-routing pass estimated 103 mm of wire. Measured against its own limit, the worst slew margin works out to 0.426. Leftover overflow at the end of global routing landed at 0.

Per the power-grid run, VDD falls by no more than 0.0000453 V. The tightest min-delay check is of the reg -> reg type. The clock tree has to reach roughly 200 sinks.

Total area of sequential cells landed at roughly 0.0043 sq mm. After synthesis, the mean cell area works out to around 8.0 sq um. Global routing met3 resource utilization landed at 0.0474.

Hold buffer count at CTS landed at 0. The number of global-route vias before repair was 16000. Summing over every cut layer, the via total after detailed routing is roughly 17000.

The power report attributes to the sequential group a share of 0.368. Placed standard-cell area landed at 0.0208 sq mm. Depth of the CTS H-tree landed at 4. Number of setup buffers added after CTS landed at 0. CTS placed an instance of sky130_fd_sc_hd__clkbuf_16 at the clock tree root. Setup slack after layout landed at around 11 ns. According to the timing report, the data required time at the worst endpoint equals 24.56 ns. In this run, placement finished with an instance count of 3003. I/O pin count landed at 428.
## flip-flops by register name, summed over array words and instances (netlist names)
register          count
flush_next            1
iw_out               32
pc_out               32
reg_rs1_data_out     32
reg_rs2_data_out     32
save_valid            1
saved_iw             32
saved_pc             32
wb_enable_out         1
wb_src_out            2
we_out                1
## final timing paths
kind,endpoint,start,cells after the start
max,jump_addr_out[7],iw_in[20],27
max reg2reg,flush_next,save_valid,20
min,reg_rs2_data_out[7],reg_rs2_data_out[7],2
max in group asynchronous,saved_pc[21],reset,3
min in group asynchronous,saved_iw[9],reset,2
min reg2reg,reg_rs2_data_out[7],reg_rs2_data_out[7],2
## cell usage after synthesis (6+ instances only)
cell type                     n  area share
sky130_fd_sc_hd__nor3_1      12      0.0038
sky130_fd_sc_hd__or2_2       37       0.015
sky130_fd_sc_hd__dfxtp_1    132        0.17
sky130_fd_sc_hd__a21oi_1    179       0.056
sky130_fd_sc_hd__o211ai_1     7      0.0033
sky130_fd_sc_hd__a211o_1      6      0.0033
sky130_fd_sc_hd__dfrtp_1     66        0.10
sky130_fd_sc_hd__a22oi_1     47       0.022
sky130_fd_sc_hd__a2bb2oi_1   14      0.0077
sky130_fd_sc_hd__mux2i_1     76       0.048
sky130_fd_sc_hd__clkbuf_1   117       0.028
sky130_fd_sc_hd__mux2_2      79       0.056
sky130_fd_sc_hd__a21o_1      63       0.030
sky130_fd_sc_hd__a311oi_1    35       0.019
sky130_fd_sc_hd__o22ai_1     11      0.0043
sky130_fd_sc_hd__o21ai_0     80       0.025
sky130_fd_sc_hd__o21a_1      20      0.0094
sky130_fd_sc_hd__xor2_1      31       0.017
sky130_fd_sc_hd__a31oi_1     41       0.016
sky130_fd_sc_hd__o31ai_1     18      0.0085
sky130_fd_sc_hd__ha_1       105       0.082
sky130_fd_sc_hd__buf_4        7      0.0033
sky130_fd_sc_hd__nand4_1     14      0.0055
sky130_fd_sc_hd__buf_1        9      0.0021
sky130_fd_sc_hd__and3_1      14      0.0055
sky130_fd_sc_hd__a211oi_1    74       0.035
sky130_fd_sc_hd__nor2_1     266       0.063
sky130_fd_sc_hd__o21bai_1     8      0.0038
sky130_fd_sc_hd__nor2b_1     11      0.0043
sky130_fd_sc_hd__inv_1       32      0.0075
sky130_fd_sc_hd__nand2_1    170       0.040
sky130_fd_sc_hd__nand3_1     50       0.016
sky130_fd_sc_hd__buf_2        8      0.0025
sky130_fd_sc_hd__or3_1        6      0.0024
sky130_fd_sc_hd__nand2b_1    17      0.0067
sky130_fd_sc_hd__xnor2_1     67       0.037
## through the flow
| stage | total power (W) | util | hold slack, ns |
|---|---|---|---|
| finish | 0.000963 | 0.407 | 0.458 |
| global route | 0.00102 | 0.407 | 0.485 |
| CTS | 0.000968 | 0.407 | 0.459 |
| detailed placement | 0.000734 | 0.396 | 0.440 |
| global placement | 0.000732 | 0.396 | 0.450 |
| floorplan | 0.000579 | - | 0.401 |
## area by class of cell
| type | count | area share |
|---|---|---|
| Inverter | 33 | 0.00579 |
| Sequential cell | 198 | 0.201 |
| Antenna cell | 2 | 0.000234 |
| Clock buffer | 18 | 0.0205 |
| Clock inverter | 14 | 0.00667 |
| Timing Repair Buffer | 455 | 0.210 |
| Tap cell | 688 | 0.0403 |
| Multi-Input combinational cell | 1629 | 0.516 |
## power groups by stage
stage	clock, W	sequential [W]	combinational [W]
4_1_cts	0.000237	0.000354	0.000377
5_1_grt	0.000247	0.000362	0.000414
6_report	0.000232	0.000355	0.000376
## kinds of logic after synthesis
kind of cell,Yosys count,share of synthesized area
AOI/OAI and AO/OA,640,0.265
xor gates and xnor gates,98,0.0538
adders and majority gates,108,0.0861
buffers and inverters,175,0.0439
DFF,198,0.269
muxes,160,0.109
and+or+nand+nor,623,0.173
## metal layers
| layer | up-vias | part of all wire |
|---|---|---|
| met5 | - | 0 |
| met1 | 7937 | 0.45 |
| met4 | 0 | 0.027 |
| met3 | 80 | 0.062 |
| met2 | 574 | 0.46 |
| li1 | 8002 | - |
## placed cells by master (no fill, tap or decap), types with 65 or more instances in the layout
cell type,count
sky130_fd_sc_hd__nor2_1,261
sky130_fd_sc_hd__xnor2_1,67
sky130_fd_sc_hd__a21oi_1,179
sky130_fd_sc_hd__mux2i_1,76
sky130_fd_sc_hd__dfrtp_1,65
sky130_fd_sc_hd__nand2_1,167
sky130_fd_sc_hd__ha_1,105
sky130_fd_sc_hd__o21ai_0,80
sky130_fd_sc_hd__dfxtp_1,132
sky130_fd_sc_hd__a211oi_1,74
sky130_fd_sc_hd__clkdlybuf4s50_1,427
sky130_fd_sc_hd__mux2_2,79
## worst reg2reg max path, delay by kind of cell, from the launching register on
| kind | cells | cell delay (ns) |
|---|---|---|
| compound gates | 3 | 0.62 |
| xor+xnor | 1 | 0.21 |
| fa+ha+maj | 1 | 0.21 |
| buf+inv | 2 | 0.92 |
| flops | 1 | 0.58 |
| mux | 2 | 0.76 |
| simple gates | 11 | 3.61 |
Power figures rest on the tool's default switching activity, not on a simulated workload.
