===== config.mk =====
export PLATFORM = sky130hd
export DESIGN_NAME = RV32_MEM_top
export DESIGN_NICKNAME = RV32_MEM_top
export VERILOG_FILES = /design/flow/design.v
export SDC_FILE = /design/flow/constraint.sdc
export NUM_CORES = 4
export LEC_CHECK = 1
export CORE_AREA = 10 10 215 215
export DIE_AREA = 0 0 225 225

===== constraint.sdc =====
current_design RV32_MEM_top

set clk_period 5.4
set clk_io_pct 0.2

create_clock -name clk0 -period $clk_period [get_ports {clk}]

set non_clock_inputs [all_inputs -no_clocks]
set_input_delay [expr $clk_period * $clk_io_pct] -clock clk0 $non_clock_inputs
set_output_delay [expr $clk_period * $clk_io_pct] -clock clk0 [all_outputs]

===== design.v =====
`timescale 1ns / 1ps
module RV32_MEM_top(
    input clk,
    input reset,
    input [31:0] pc_in,
    input logic [31:0] iw_in,
    input [31:0] alu_in,
    input [4:0] wb_reg_in,
    input  we_in,
    input wb_enable_in,
    input [31:0] rs2_data_in,
    output logic [31:2] memif_addr,
    input [31:0] memif_rdata,
    output logic memif_we,
    input  [1:0] wb_src_in,
    output reg [1:0] wb_src_out,
    output reg we_out,
    output logic [3:0] memif_be,
    output logic [31:0] memif_wdata,
    output logic [31:2] io_addr,
    input [31:0] io_rdata,
    output logic io_we,
    output logic [3:0] io_be,
    output logic [31:0] io_wdata,
    output reg [31:0] pc_out,
    output reg [31:0] iw_out,
    output reg [31:0] alu_out,
    output reg [4:0] wb_reg_out,
    output reg wb_enable_out,
    output logic [31:0] mem_rdata_out,
    output logic [31:0] io_rdata_out,
    output logic df_mem_enable,
    output logic [4:0] df_mem_reg,
    output logic [31:0] df_mem_data,
    output logic wb_from_mem_out
);
    always_ff @(posedge clk) begin
        if (reset) begin
            pc_out <= 0;
            iw_out <= 0;
            alu_out <= 0;
            we_out <= 0;
            wb_reg_out <= 0;
            wb_enable_out <= 0;
            wb_src_out <= 0;
        end else begin
            pc_out <= pc_in;
            iw_out <= iw_in;
            alu_out <= alu_in;
            we_out <= we_in;
            wb_reg_out <= wb_reg_in;
            wb_enable_out <= wb_enable_in;
            if (wb_src_in == 2'b01) begin  
                if (alu_in[31] == 1'b1)
                    wb_src_out <= 2'b10;  
                else
                    wb_src_out <= 2'b01;  
            end else begin
                wb_src_out <= wb_src_in;
            end
        end
    end
    assign df_mem_enable = wb_enable_in;
    assign df_mem_reg = wb_reg_in;
    assign df_mem_data = alu_in;
    logic is_store;
    assign is_store = (iw_in[6:0] == 7'b0100011);   
    logic [3:0] store_be;
    always_comb begin
        case (iw_in[14:12])
            3'b000: store_be = 4'b0001 << alu_in[1:0];               
            3'b001: store_be = (alu_in[1]) ? 4'b1100 : 4'b0011;      
            3'b010: store_be = 4'b1111;                              
            default: store_be = 4'b0000;
        endcase
    end
    logic [31:0] shifted_wdata;
    always_comb begin
        case (iw_in[14:12])
            3'b000: shifted_wdata = rs2_data_in[7:0] << (8 * alu_in[1:0]);
            3'b001: shifted_wdata = rs2_data_in[15:0] << (8 * {alu_in[1], 1'b0});
            3'b010: shifted_wdata = rs2_data_in;
            default: shifted_wdata = 32'b0;
        endcase
    end
    always_comb begin
        memif_addr = alu_in[31:2];
        io_addr    = alu_in[31:2];
        memif_wdata = shifted_wdata;
        io_wdata    = shifted_wdata;
        memif_we = 0;
        io_we    = 0;
        memif_be = 4'b0000;
        io_be    = 4'b0000;
        if (is_store && we_in) begin
            if (alu_in[31] == 0) begin
                memif_we = 1;
                memif_be = store_be;
            end else begin
                io_we = 1;
                io_be = store_be;
            end
        end
    end
    assign mem_rdata_out = memif_rdata;
    assign io_rdata_out  = io_rdata;
    assign wb_from_mem_out = (wb_src_in == 2'b01 || wb_src_in == 2'b10);
endmodule

===== run.sh =====
#!/bin/bash
# OpenROAD 26Q1-2900-gdf79404cd8, Yosys 0.63+post, stock flow scripts
make -C /OpenROAD-flow-scripts/flow DESIGN_CONFIG=/design/flow/config.mk WORK_HOME=/design/flow/orfs finish

==> flow_metrics.py <==
# Flow results
metrics = {
    "clock_tree": {
        "clock-sinks": 105,
        "clk_pin_slew_ns": 0.07,
        "numCtsBuffers": 9,
        "cts.repair.resized": 0,
        "post_cts_buffers": 0,
        "cts_root_buf": "clkbuf_16",
        "clk_path_buf_depth": 2,
        "cts_tree": "yes",
        "cts.hold.buffers_added": 0,
        "htree_levels": 3,
    },
    "job": {
        "maxCapViolCount": 0,
        "tool_warnings": 25,
    },
    "yosys": {
        "top_area_cell": "dfxtp_1",
        "top_cell_area_share": 0.428,
        "syn_avg_cell_area_um2": 9.62,
        "async_flop_share": 0,
        "synth.distinct_cells": 34,
        "yosys_cells": 510,
        "synth_flops": 105,
        "synthTopCellsByArea": "dfxtp_1, buf_4, nor2b_1, a22o_1, a22o_2",
        "ys_seq_share": 0.428,
        "synth_chip_area_um2": 4910,
        "common_cells": "buf_4, dfxtp_1, nor2b_1",
        "yosys_warnings": 1,
        "ff_type": "dfxtp_1",
        "syn_inst": 510,
        "synth_area_um2": 4910,
        "synth_top_cell_by_count": "buf_4",
        "edf_count": 0,
    },
    "die": {
        "chipArea_um2": 50600,
        "core_area_um2": 41800,
        "fp_util": 0.118,
        "die_y_um": 225,
        "rows": 75,
        "ios": 545,
        "die_width_um": 225,
    },
    "setup_path": {
        "max_stage_delay_ns": 0.76,
        "start_kind": "input port",
        "crit_required_ns": 4.32,
        "cp_max_fo": 13,
        "crit_slowest_cell": "clkdlybuf4s50_1",
        "path_common_cell": "clkdlybuf4s50_1",
        "cp_cell_sequence": "clkdlybuf4s50_1 -> nor3b_2 -> buf_4 -> nand2_1 -> o21ai_0 -> clkdlybuf4s50_1",
        "crit_type": "input port to output port",
        "end_kind": "output port",
        "cp.arrival_ns": 3.47,
    },
    "sta": {
        "setup_viol": 0,
        "tightestPinTransition_ns": 0.710,
        "period_used_share": 0.843,
        "finalWorstSetupSlack_ns": 0.848,
        "rsz0062_at_grt": "no",
        "setup_tns_ns": 0,
        "period_minus_slack_ns": 4.55,
        "finalMaxSlewViolations": 0,
        "max_freq_mhz": 220,
        "relSlewSlack": 0.527,
        "hold_viol": 0,
    },
    "placement": {
        "portBuffers": 416,
        "hpwl_um": 17500,
        "gp_congestion": 0.912,
        "place_ws_ns": 0.922,
    },
    "pwr": {
        "swShare": 0.251,
        "pwr-share-seq": 0.433,
        "p_leak_uw": 0.00307,
        "power_uw": 1910,
        "p_per_area_nw_per_um2": 223,
        "vdd_ir_drop_max_mv": 0.231,
        "clock_power_share": 0.361,
        "combPwrFrac": 0.206,
        "p_switching_uw": 480,
        "p_int_uw": 1430,
    },
    "grt": {
        "grt_pass1_vias": 4055,
        "antenna_found_initial": 1,
        "track_usage": 0.0784,
        "grt_overflow": 0,
        "grt_max_degree": 70,
        "grt_pass1_wl_um": 29000,
    },
    "cells_and_area": {
        "n_fill_cell": 4478,
        "drive_above_1_share": 0.0477,
        "areaGrowthSynthToFinish_pct": 74.1,
    },
    "run_status": {
        "status": "finished, final reports clean",
    },
    "detailed_routing": {
        "drt_iter0_markers": 239,
        "drt_wl_total_um": 20900,
        "ant_nets": 0,
        "post_drt_wl_per_cell_um": 16.4,
        "firstDrtPassIters": 4,
        "dr_total_vias": 3903,
        "drc_errors": 0,
        "routed_via_density": 3.06,
    },
    "min_path": {
        "hold_path.class": "input port to flip-flop",
    },
}
==> final timing paths <==
kind                       from               to  depth (start not counted)
worst max-delay path  iw_in[13]  memif_wdata[24]                          6
worst min-delay path      reset        iw_out[8]                          2
==> per-stage QoR <==
stage / cells / hold slack (ns) / util / area, µm²
finish: 1274 / 1.13 / 0.205 / 8550
global route: 1274 / 1.12 / 0.205 / 8550
CTS: 1273 / 1.10 / 0.205 / 8540
detailed placement: 1257 / 1.55 / 0.197 / 8240
global placement: 1257 / 1.53 / 0.197 / 8240
floorplan: 510 / 1.21 / - / 4910
==> cells by family after synthesis <==
logic type,share of synthesized area
fa+ha+maj,0.00255
simple gates,0.184
buf+inv,0.319
flops,0.428
mux,0.00408
compound gates,0.0619
==> cell type report <==
type | count | area, µm² | area share
timing repair buffer | 421 | 4200 | 0.491
tap | 539 | 674 | 0.0789
clock buffer | 9 | 225 | 0.0264
inverter | 6 | 22.5 | 0.00264
multi-input combinational | 186 | 1240 | 0.145
clock inverter | 7 | 80.1 | 0.00937
antenna | 1 | 2.50 | 0.000293
sequential | 105 | 2100 | 0.246
==> power by group through the flow <==
| stage | registers [µW] | clock network (µW) | logic [µW] |
|---|---|---|---|
| final | 826 | 690 | 394 |
| after CTS | 827 | 750 | 403 |
| after global routing | 830 | 770 | 424 |
==> cells in the final DEF (no fill, tap or decap), types with 4 or more instances in the layout <==
master           synthesis  routed
inv_1                    6       6
nor3_1                   4       4
clkbuf_16                0       9
a22o_1                   9       9
nor3b_1                  8       8
clkdlybuf4s50_1          0     415
a22oi_1                  7       7
buf_4                  195       6
o21ai_0                  9       9
nor2_1                   8       8
dfxtp_1                105     105
nor2b_1                102     102
a22o_2                   7       7
nand2_1                  9       9
==> worst max-delay path, delay by kind of cell <==
kind | cells | cell delay (ns)
AND/OR/NAND/NOR | 2 | 0.61
AND-OR/OR-AND | 1 | 0.19
buffers and inverters | 3 | 1.59
==> registers in the layout, summed over array words and instances (netlist names) <==
name	flops
wb_enable_out	1
pc_out	32
wb_reg_out	5
alu_out	32
we_out	1
iw_out	32
wb_src_out	2
==> routing by layer <==
layer | track usage | part of all wire
met1 | 0.0999 | 0.40
met2 | 0.117 | 0.46
met3 | 0.0366 | 0.11
met4 | 0.0215 | 0.027
met5 | 0 | 0
No activity file was given, so power comes from the tool's default toggle rates.
